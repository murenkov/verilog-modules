**run.sh**
```bash
#!/bin/bash
# OpenROAD 26Q1-2900-gdf79404cd8, Yosys 0.63+post, stock flow scripts
make -C /OpenROAD-flow-scripts/flow DESIGN_CONFIG=/design/flow/config.mk WORK_HOME=/design/flow/orfs finish
```
**config.mk**
```make
export PLATFORM = sky130hd
export DESIGN_NAME = TransmittingDevice
export DESIGN_NICKNAME = TransmittingDevice
export VERILOG_FILES = /design/flow/design.v
export SDC_FILE = /design/flow/constraint.sdc
export NUM_CORES = 4
export LEC_CHECK = 1
export CORE_UTILIZATION = 50
```
**constraint.sdc**
```tcl
current_design TransmittingDevice

set clk_period 1.4
set clk_io_pct 0.2

create_clock -name clk0 -period $clk_period [get_ports {CLOCK_50}]

set non_clock_inputs [all_inputs -no_clocks]
set_input_delay [expr $clk_period * $clk_io_pct] -clock clk0 $non_clock_inputs
set_output_delay [expr $clk_period * $clk_io_pct] -clock clk0 [all_outputs]
```
**design.v**
```verilog
module FIFO(
    input clock, reset,
    input write_enable, read_enable,
    input [WORD_SIZE-1:0] data_in,
    output reg full, empty,
    output reg [WORD_SIZE-1:0] data_out
);
    localparam ADDRESS_SIZE = 16;
    localparam WORD_SIZE = 4;
    reg [ADDRESS_SIZE-1:0] write_pointer, write_pointer_next;
    reg [ADDRESS_SIZE-1:0] read_pointer, read_pointer_next;
    reg [WORD_SIZE-1:0] memory [ADDRESS_SIZE-1:0];
    reg full_next, empty_next;
    integer i;
    always @(posedge clock or posedge reset)
        if (reset) 
            for (i = 0; i < ADDRESS_SIZE; i = i + 1)
                memory[i] <= 0;
        else begin
            if (~full && write_enable)
                memory[write_pointer] <= data_in;
            if (~empty && read_enable)
                data_out <= memory[read_pointer];
        end
    always @(posedge clock or posedge reset)
        if (reset) begin
            write_pointer <= 0;
            read_pointer  <= 0;
            full  <= 0;
            empty <= 1;
        end
        else begin
            write_pointer <= write_pointer_next;
            read_pointer  <= read_pointer_next;
            full  <= full_next;
            empty <= empty_next;
        end
    always @(*) begin
        write_pointer_next = write_pointer;
        read_pointer_next  = read_pointer;
        full_next  = full;
        empty_next = empty;
        case ({write_enable, read_enable})
            2'b01:
                if (~empty) begin
                    read_pointer_next = (read_pointer + 1) % ADDRESS_SIZE;
                    full_next = 0;
                end
            2'b10:
                if (~full) begin
                    write_pointer_next = (write_pointer + 1) % ADDRESS_SIZE;
                    empty_next = 0;
                end
            2'b11:
                begin
                    read_pointer_next  = (read_pointer  + 1) % ADDRESS_SIZE;
                    write_pointer_next = (write_pointer + 1) % ADDRESS_SIZE;
                end
        endcase
    end
endmodule
module Transmitter(
    input [3:0] data_in,
    input       start,
    output           busy,
    output reg [6:0] tx
);
    assign busy = start;
    always @(*)
        if (start) begin
            case (data_in)
                4'h0: tx = 7'b1000000;
                4'h1: tx = 7'b1111001;
                4'h2: tx = 7'b0100100;
                4'h3: tx = 7'b0110000;
                4'h4: tx = 7'b0011001;
                4'h5: tx = 7'b0010010;
                4'h6: tx = 7'b0000010;
                4'h7: tx = 7'b1111000;
                4'h8: tx = 7'b0000000;
                4'h9: tx = 7'b0100000;
                4'hA: tx = 7'b0001000;
                4'hB: tx = 7'b0000011;
                4'hC: tx = 7'b1000110;
                4'hD: tx = 7'b0100001;
                4'hE: tx = 7'b0000110;
                4'hF: tx = 7'b0001110;
                default: tx = 7'b1111111;
            endcase
        end
endmodule
module TransmittingDevice(
    input CLOCK_50,
    input [3:0] KEY,
    input [9:0] SW,
    output [9:0] LEDR,
    output [6:0] HEX0
);
    localparam WORD_SIZE = 4;
    localparam IDLE     = 2'b00;
    localparam LOAD     = 2'b01;
    localparam TRANSMIT = 2'b10;
    reg [1:0] state;
    wire [WORD_SIZE-1:0] data_to_transmit;
    wire queue_is_empty, queue_is_full;
    wire queue_write_enable, queue_read_enable;
    wire transmitter_is_busy;
    wire start_transaction;
    reg [2:0] reset_button_sync;
    always @(posedge CLOCK_50) begin
        reset_button_sync[0] <= KEY[0];
        reset_button_sync[1] <= reset_button_sync[0];
        reset_button_sync[2] <= reset_button_sync[1];
    end
    wire reset;
    assign reset = ~reset_button_sync[2] & reset_button_sync[1];
    reg [2:0] touch_button_sync;
    always @(posedge CLOCK_50) begin
        touch_button_sync[0] <= KEY[1];
        touch_button_sync[1] <= touch_button_sync[0];
        touch_button_sync[2] <= touch_button_sync[1];
    end
    wire touch;
    assign touch = ~touch_button_sync[2] & touch_button_sync[1];
    reg [WORD_SIZE-1:0] touch_counter;
    always @(posedge CLOCK_50 or posedge reset)
        if (reset)
            touch_counter <= 0;
        else if (touch)
            touch_counter <= touch_counter + 1;
    localparam PULSES_IN_SEC = 10 - 1;
    reg [26:0] pulse_counter = 0;
    wire second_passed = (pulse_counter == PULSES_IN_SEC);
    always @(posedge CLOCK_50 or posedge reset)
        if (reset)
            pulse_counter <= 0;
        else 
            pulse_counter <= (second_passed) ? 0 : pulse_counter + 1;
    reg [3:0] seconds_counter = 0;
    always @(posedge CLOCK_50 or posedge reset)
        if (reset)
            seconds_counter <= 0;
        else if (second_passed)
            seconds_counter <= (seconds_counter == 9) ? 0 : seconds_counter + 1;
    always @(posedge CLOCK_50 or posedge reset)
        if (reset)
            state <= IDLE;
        else 
            case (state)
                IDLE:
                    if (!queue_is_empty && !transmitter_is_busy) 
                        state <= LOAD;
                LOAD:
                    state <= TRANSMIT;
                TRANSMIT:
                    state <= IDLE;
            endcase
    assign LEDR = (queue_is_full)  ? 10'b1111111111 : 
                  (queue_is_empty) ? 10'b0000000000 : 10'b0000011111;
    assign queue_write_enable = touch;
    assign queue_read_enable = (state == LOAD);
    assign start_transaction = (state == TRANSMIT);
    FIFO Queue(
        .clock        (CLOCK_50),
        .reset        (reset),
        .write_enable (queue_write_enable),
        .read_enable  (queue_read_enable),
        .data_in      (touch_counter),
        .full         (queue_is_full),
        .empty        (queue_is_empty),
        .data_out     (data_to_transmit)
    );
    Transmitter Transmitter(
        .data_in (data_to_transmit),
        .start   (start_transaction),
        .busy    (transmitter_is_busy),
        .tx      (HEX0)
    );
endmodule
```
==> impl_metrics.env <==
# implementation run metrics
export IMPL_placed_area_um2=5400
export IMPL_outcome="complete, but fails checks"
export IMPL_drv_cap=0
export IMPL_numCtsBuffers=9
export IMPL_final_cell_area_um2=6120
export IMPL_async_flop_share_pct=76.9
export IMPL_power_density_nw_per_um2=1410
export IMPL_layout_top_cells="dfrtp_1, buf_4, mux2_2"
export IMPL_flop_cell="dfrtp_1"
export IMPL_maxSlewHeadroom_pct=53.0
export IMPL_worstSetupStartpointType="flop"
export IMPL_rows=35
export IMPL_die_area_um2=9800
export IMPL_crit_type="reg2reg"
export IMPL_violations="negative setup slack"
export IMPL_root_buffer="clkbuf_8"
export IMPL_path_max_fanout=5
export IMPL_cts_clk_slew_worst_paths_ns=0.10
export IMPL_vias_per_cell=5.57
export IMPL_vias=3245
export IMPL_drv_slew=0
export IMPL_min_period_ns=2.59
export IMPL_grt_pass1_vias=3185
export IMPL_drtAntennaViolNets=0
export IMPL_gr_usage_all_layers_pct=24.5
export IMPL_clkLatencyLatePin_ns=0.36
export IMPL_tns_ns=-11.14
export IMPL_dp_hpwl_um=7680
export IMPL_ir_drop_uv=1150
export IMPL_grt_overflow_total=0
export IMPL_comb_area_um2=2330
export IMPL_die_height_um=99.0
export IMPL_grt_pass1_wl_um=17400
export IMPL_postCtsHoldBufs=0
export IMPL_yosys_cells=381
export IMPL_cts_tree="built"
export IMPL_netlist_area_um2=4700
export IMPL_ys_flops=104
export IMPL_rsz0062_at_grt="yes"
export IMPL_endpoint_kind="flop"
export IMPL_hold_viol=0
export IMPL_unclocked_pins=7
export IMPL_untimed_endpoints=14
export IMPL_synth_cell_types=62
export IMPL_areaGrowthSynthToFinish_pct=30.1
export IMPL_dr_pass1_iters=4
export IMPL_drcViolationCount=0
export IMPL_fill_cells=640
export IMPL_layout_cells_most_common="dfrtp_1"
export IMPL_drt_wl_total_um=10900
export IMPL_worstMarginPinSlew_ns=0.706
export IMPL_fmax_mhz=386
export IMPL_hp_class="reg2async"
export IMPL_register_area_um2=2500
export IMPL_grt_max_degree=36
export IMPL_place_ws_ns=-1.16
export IMPL_wl_per_cell_um=18.7
export IMPL_num_antenna_cells=0
export IMPL_ctsLongestPathBuffers=2
export IMPL_setup_viol=17
export IMPL_tool_warnings=51
export IMPL_synth_cells=381
export IMPL_layout_drive_gt1_share_pct=52.1
export IMPL_required_ns=1.66
export IMPL_port_buffers=14
export IMPL_htree_levels=3
export IMPL_finClkSkew_ns=0.0132
export IMPL_die_w_um=99.0
export IMPL_fp_util_pct=51.4
export IMPL_synth_edff_count=4
export IMPL_timing_final_ws_setup_ns=-1.19
export IMPL_gp_congestion=0.971
export IMPL_rrSetupSlack_ns=-1.19
export IMPL_ys_warn_count=4
export IMPL_cp_arrival_ns=2.85
export IMPL_fin_crit_sh_pct=185
export IMPL_p_leak_nw=2.81
export IMPL_antenna_found_initial=0
export IMPL_ys_chip_area_um2=4700
export IMPL_io_pins=32
export IMPL_drt_iter0_markers=92
export IMPL_syn_area_per_cell_um2=12.3
export IMPL_core_um2=9150
Yosys cell counts, drive strengths merged (2+ instances only):
library cell	number	area [µm²]
nand3	4	20.0
and2	2	12.5
nor3	4	20.0
o21ai	6	30.0
nor2	10	37.5
a21oi	5	28.8
o22ai	4	31.3
a32oi	2	17.5
o2111ai	2	23.8
a2bb2oi	2	17.5
a211oi	2	15.0
nor3b	3	22.5
xnor2	9	78.8
dlxtp	7	105
a221oi	2	17.5
clkbuf	9	33.8
a22oi	12	90.1
ha	15	188
nand2	32	120
inv	12	45.0
dfstp	2	52.6
a22o	6	52.6
and3	2	12.5
nor2b	6	37.5
dfxtp	13	260
a21o	2	15.0
mux2i	8	80.1
edfxtp	4	120
dfrtp	78	1950
buf	19	133
nand2b	4	25.0
nand4	3	18.8
mux2	68	769
a222oi	3	30.0
or2	2	15.0
critical path: stages (launching register included):
cell	delay, ns
dfrtp_2	0.45
inv_2	0.12
ha_4	0.19
buf_6	0.13
a22oi_1	0.08
mux4_2	0.49
a31oi_4	0.20
mux2i_4	0.12
buf_6	0.13
ha_2	0.17
nor3b_1	0.13
a211o_1	0.27
layer usage:
metal | global-route usage (%) | part of all wire, % | up-vias
met5 | 0 | 0 | -
met4 | 4.48 | 2.1 | 0
met3 | 3.90 | 4.1 | 20
met2 | 38.7 | 47 | 84
met1 | 38.2 | 46 | 1613
li1 | - | - | 1528
metrics by stage:
stage | instances | hold slack, ns | power (W) | utilization (%)
floorplan | 385 | 0.308 | 0.00547 | -
global placement | 549 | 0.311 | 0.00631 | 59.0
detailed placement | 549 | 0.319 | 0.00637 | 59.0
CTS | 582 | 0.330 | 0.00850 | 65.4
global route | 583 | 0.327 | 0.00903 | 66.9
finish | 583 | 0.326 | 0.00860 | 66.9
sequential cells by signal, indices dropped and copies added (netlist names), named ones only:
| register | count |
|---|---|
| touch_button_sync | 3 |
| touch_counter | 4 |
| Queue.empty | 1 |
| Transmitter.tx | 7 |
| Queue.memory | 64 |
| Queue.data_out | 4 |
| reset_button_sync | 3 |
| Queue.write_pointer | 4 |
| Queue.read_pointer | 4 |
| state | 3 |
power by group:
| group | leakage (nW) | internal (W) | switching (W) |
|---|---|---|---|
| combinational | 1.47 | 0.00123 | 0.00103 |
| clock | 0.113 | 0.00105 | 0.000940 |
| sequential | 1.23 | 0.00366 | 0.000696 |
cells by family after synthesis:
kind of cell,after synthesis,share of synthesized area (%)
compound gates,59,10.2
other cells,1,0.0798
xor+xnor,10,1.86
latches,7,2.24
fa+ha+maj,15,3.99
mux,77,18.5
flops,97,50.7
simple gates,75,7.82
buf+inv,40,4.50
repair_timing:
| item | 4_1_cts | 5_1_grt |
|---|---|---|
| pin swaps | 22 | 13 |
| buffers inserted | 17 | 6 |
| endpoints found under the setup margin | 82 | 68 |
| cloned | 1 | 0 |
| gates resized | 85 | 31 |
worst paths after layout:
kind                                        from                   end  depth (start not counted)
min in group clk0           touch_button_sync[0]  touch_button_sync[1]                          0
setup / recovery           Queue.read_pointer[0]                  flop                         11
setup reg to reg           Queue.read_pointer[0]                  flop                         11
hold reg to reg             reset_button_sync[2]              state[2]                          3
hold / removal              reset_button_sync[2]              state[2]                          3
max in group asynchronous   reset_button_sync[1]    Queue.memory[5][1]                          4
area by class of cell:
cell class	instances	area share [%]
Clock buffer	10	2.25
Timing Repair Buffer	100	14.4
Sequential cell	104	40.8
Tap cell	111	2.27
Multi-Input combinational cell	241	38.2
Clock inverter	5	1.29
Inverter	12	0.838
No activity file was given, so power comes from the tool's default toggle rates.
