==> design/flow/design.v <==
module Audio(
    input CLOCK_50,
    input [3:0] KEY,
    input ps2_clock,
    input ps2_data,
    output reg [6:0] HEX0, HEX1,
    output [15:0] square_wave,
    output wr
);
    localparam KEY_Q           = 8'h15;
    localparam KEY_W           = 8'h1D;
    localparam KEY_E           = 8'h24;
    localparam KEY_R           = 8'h2D;
    localparam KEY_T           = 8'h2C;
    localparam KEY_Y           = 8'h35;
    localparam KEY_U           = 8'h3C;
    localparam KEY_I           = 8'h43;
    localparam KEY_O           = 8'h44;
    localparam KEY_P           = 8'h4D;
    localparam KEY_OPEN_BRACE  = 8'h54;
    localparam KEY_CLOSE_BRACE = 8'h5B;
    localparam BREAK_CODE      = 8'hF0;
    localparam VOLUME_DELTA = 15'h1FFF;
    localparam IDLE = 1'b0;
    localparam KEY_PRESSED = 1'b1;
    wire [20:0] half_period;
    wire [7:0] data;
    wire [13:0] hex_out;
    reg [15:0] volume;
    wire valid_data;
    reg break_start;
    reg enable;
    always @(negedge valid_data)
        if (data == BREAK_CODE)
            break_start <= 1'b1;
        else
            break_start <= 1'b0;
    always @(posedge CLOCK_50)
        if (reset)
            enable <= IDLE;
        else case (enable)
            IDLE:
                if (valid_data && !break_start)
                    enable = KEY_PRESSED;
            KEY_PRESSED:
                if (valid_data && break_start)
                    enable = IDLE;
        endcase
    always @(enable)
        if (enable)
            case (data)
                KEY_Q:           {HEX1, HEX0} <= hex_out;
                KEY_W:           {HEX1, HEX0} <= hex_out;
                KEY_E:           {HEX1, HEX0} <= hex_out;
                KEY_R:           {HEX1, HEX0} <= hex_out;
                KEY_T:           {HEX1, HEX0} <= hex_out;
                KEY_Y:           {HEX1, HEX0} <= hex_out;
                KEY_U:           {HEX1, HEX0} <= hex_out;
                KEY_I:           {HEX1, HEX0} <= hex_out;
                KEY_O:           {HEX1, HEX0} <= hex_out;
                KEY_P:           {HEX1, HEX0} <= hex_out;
                KEY_OPEN_BRACE:  {HEX1, HEX0} <= hex_out;
                KEY_CLOSE_BRACE: {HEX1, HEX0} <= hex_out;
                default: {HEX1, HEX0} <= 14'h3FFF;
            endcase
        else
            {HEX1, HEX0} <= 14'h3FFF;
    reg [2:0] reset_button_sync;
    always @(posedge CLOCK_50) begin
        reset_button_sync[0] <= KEY[0];
        reset_button_sync[1] <= reset_button_sync[0];
        reset_button_sync[2] <= reset_button_sync[1];
    end
    wire reset;
    assign reset = ~reset_button_sync[2] & reset_button_sync[1];
    reg [2:0] volume_plus_button_sync;
    always @(posedge CLOCK_50) begin
        volume_plus_button_sync[0] <= KEY[1];
        volume_plus_button_sync[1] <= volume_plus_button_sync[0];
        volume_plus_button_sync[2] <= volume_plus_button_sync[1];
    end
    wire volume_plus;
    assign volume_plus = ~volume_plus_button_sync[2] & volume_plus_button_sync[1];
    reg [2:0] volume_minus_button_sync;
    always @(posedge CLOCK_50) begin
        volume_minus_button_sync[0] <= KEY[2];
        volume_minus_button_sync[1] <= volume_minus_button_sync[0];
        volume_minus_button_sync[2] <= volume_minus_button_sync[1];
    end
    wire volume_minus;
    assign volume_minus = ~volume_minus_button_sync[2] & volume_minus_button_sync[1];
    always @(posedge CLOCK_50 or posedge reset)
        if (reset)
            volume <= 15'h7FFF;
        else begin
            if (volume_plus)
                volume <= volume + VOLUME_DELTA;
            if (volume_minus)
                volume <= volume - VOLUME_DELTA;
        end
    ps2_keyboard PS2Keyboard(
        .clock      (CLOCK_50),
        .reset      (reset),
        .ps2_clk    (ps2_clock),
        .ps2_dat    (ps2_data),
        .data       (data),
        .valid_data (valid_data)
    );
    SquareCode SquareCode(
        .clock       (CLOCK_50),
        .reset       (reset),
        .enable      (enable),
        .half_period (half_period),
        .volume      (volume),
        .square_wave (square_wave),
        .wr          (wr)
    );
    KeyToNote KeyToNote(
        .data        (data),
        .half_period (half_period)
    );
    SevenSegmentDisplay SSeg0(
        .data_in (data[3:0]),
        .hex_out (hex_out[6:0])
    );
    SevenSegmentDisplay SSeg1(
        .data_in (data[7:4]),
        .hex_out (hex_out[13:7])
    );
endmodule
module KeyToNote(
    input [7:0] data,
    output reg [20:0] half_period
);
    localparam KEY_Q           = 8'h15;
    localparam KEY_W           = 8'h1D;
    localparam KEY_E           = 8'h24;
    localparam KEY_R           = 8'h2D;
    localparam KEY_T           = 8'h2C;
    localparam KEY_Y           = 8'h35;
    localparam KEY_U           = 8'h3C;
    localparam KEY_I           = 8'h43;
    localparam KEY_O           = 8'h44;
    localparam KEY_P           = 8'h4D;
    localparam KEY_OPEN_BRACE  = 8'h54;
    localparam KEY_CLOSE_BRACE = 8'h5B;
    localparam BREAK_CODE      = 8'hF0;
    localparam NOTE_C  = 19'd95555;
    localparam NOTE_DB = 19'd90192;
    localparam NOTE_D  = 19'd85130;
    localparam NOTE_EB = 19'd80352;
    localparam NOTE_E  = 19'd75842;
    localparam NOTE_F  = 19'd71585;
    localparam NOTE_GB = 19'd67568;
    localparam NOTE_G  = 19'd63775;
    localparam NOTE_AB = 19'd60196;
    localparam NOTE_A  = 19'd56817;
    localparam NOTE_BB = 19'd53628;
    localparam NOTE_B  = 19'd50618; 
    always @(*)
        case (data)
            KEY_Q:           half_period = NOTE_C;
            KEY_W:           half_period = NOTE_DB;
            KEY_E:           half_period = NOTE_D;
            KEY_R:           half_period = NOTE_EB;
            KEY_T:           half_period = NOTE_E;
            KEY_Y:           half_period = NOTE_F;
            KEY_U:           half_period = NOTE_GB;
            KEY_I:           half_period = NOTE_G;
            KEY_O:           half_period = NOTE_AB;
            KEY_P:           half_period = NOTE_A;
            KEY_OPEN_BRACE:  half_period = NOTE_BB;
            KEY_CLOSE_BRACE: half_period = NOTE_B;
        endcase
endmodule
module SevenSegmentDisplay(
    input [3:0] data_in,
    output reg [6:0] hex_out
);
    always @(*)
        case (data_in)
            4'h0: hex_out = 7'b1000000;
            4'h1: hex_out = 7'b1111001;
            4'h2: hex_out = 7'b0100100;
            4'h3: hex_out = 7'b0110000;
            4'h4: hex_out = 7'b0011001;
            4'h5: hex_out = 7'b0010010;
            4'h6: hex_out = 7'b0000010;
            4'h7: hex_out = 7'b1111000;
            4'h8: hex_out = 7'b0000000;
            4'h9: hex_out = 7'b0100000;
            4'hA: hex_out = 7'b0001000;
            4'hB: hex_out = 7'b0000011;
            4'hC: hex_out = 7'b1000110;
            4'hD: hex_out = 7'b0100001;
            4'hE: hex_out = 7'b0000110;
            4'hF: hex_out = 7'b0001110;
            default: hex_out = 7'b1111111;
        endcase
endmodule
module SquareCode(
    input clock, reset,
    input enable,
    input [20:0] half_period, 
    input [15:0] volume,
    output [15:0] square_wave,
    output reg wr
);
    reg [20:0] counter;
    reg square;
    always @(posedge clock or posedge reset)
        if (reset)
            counter <= 21'd0;
        else if ((counter >= half_period) || ~enable)
            counter <= 21'd0;
        else counter <= counter + 1;
    always @(posedge clock or posedge reset)
        if (reset)
            wr <= 1'b0;
        else if ((counter >= half_period) && enable)
            wr <= 1'b1;
        else
            wr <= 1'b0;
    always @(posedge clock or posedge reset)
        if (reset)
            square <= 1'b0;
        else if (enable)
            if (counter >= half_period)
                square <= ~square;
    assign square_wave = (square && enable) ? volume : 16'd0;
endmodule
module ps2_keyboard( 
          input reset, 
          input clock,
          input ps2_clk, 
          input ps2_dat, 
          output reg valid_data, 
          output [7:0] data
); 
reg [8:0] shift_reg;
reg [3:0] count_bit;
assign data = shift_reg[7:0];
function parity_calc;
    input [7:0] a;
    parity_calc = ~(a[0] ^ a[1] ^ a[2] ^ a[3] ^ a[4] ^ a[5] ^ a[6] ^ a[7]);
endfunction
reg [9:0] ps2_clk_detect;
always @(posedge clock or posedge reset)
begin
    if (reset)
        ps2_clk_detect <= 10'd0;
    else
        ps2_clk_detect <= {ps2_clk, ps2_clk_detect[9:1]};
end
wire ps2_clk_negedge = &ps2_clk_detect[4:0] && &(~ps2_clk_detect[9:5]);
reg [1:0] state;
localparam IDLE = 2'd0;
localparam RECEIVE_DATA = 2'd1;
localparam CHECK_PARITY_STOP_BITS = 2'd2;
always @(posedge clock or posedge reset)
    if (reset)
        state <= IDLE;
    else if (ps2_clk_negedge)
        case (state)
            IDLE:
                if(!ps2_dat)
                    state <= RECEIVE_DATA;
            RECEIVE_DATA:
                if (count_bit == 8)
                    state <= CHECK_PARITY_STOP_BITS;
            CHECK_PARITY_STOP_BITS:
                state <= IDLE;
            default:
                state <= IDLE;
      endcase
always @(posedge clock or posedge reset)
    if (reset)
        valid_data <= 1'b0;
    else if (ps2_clk_negedge)
        if (ps2_dat &&
            parity_calc(shift_reg[7:0]) == shift_reg[8] &&
            state == CHECK_PARITY_STOP_BITS
        )
            valid_data <= 1'b1;
        else
            valid_data <= 1'b0;
always @(posedge clock or posedge reset)
    if (reset)
        shift_reg <= 9'b0;
    else if (ps2_clk_negedge)
        if(state == RECEIVE_DATA)
            shift_reg <= {ps2_dat, shift_reg[8:1]};
always @(posedge clock or posedge reset)
    if (reset)
        count_bit <= 4'b0;
    else if (ps2_clk_negedge)
        if(state == RECEIVE_DATA)
            count_bit <= count_bit + 4'b1;
        else
            count_bit <= 4'b0;
endmodule
==> design/flow/run.sh <==
#!/bin/bash
# OpenROAD 26Q1-2900-gdf79404cd8, Yosys 0.63+post, stock flow scripts
make -C /OpenROAD-flow-scripts/flow DESIGN_CONFIG=/design/flow/config.mk WORK_HOME=/design/flow/orfs finish
==> design/flow/config.mk <==
export PLATFORM = sky130hd
export DESIGN_NAME = Audio
export DESIGN_NICKNAME = Audio
export VERILOG_FILES = /design/flow/design.v
export SDC_FILE = /design/flow/constraint.sdc
export NUM_CORES = 4
export LEC_CHECK = 1
export CORE_UTILIZATION = 30
==> design/flow/constraint.sdc <==
current_design Audio

set clk_period 4.7
set clk_io_pct 0.2

create_clock -name clk0 -period $clk_period [get_ports {CLOCK_50}]

set non_clock_inputs [all_inputs -no_clocks]
set_input_delay [expr $clk_period * $clk_io_pct] -clock clk0 $non_clock_inputs
set_output_delay [expr $clk_period * $clk_io_pct] -clock clk0 [all_outputs]
==> impl_metrics.json <==
{
  "status": "completed",
  "crit_path_end_kind": "output pin",
  "place_inst": 818,
  "cap_violations": 0,
  "tightest_slew_ns": 0.778,
  "setup_viol": 0,
  "final_cell_area_um2": 6150,
  "gp_congestion": 0.852,
  "num_antenna_cells": 0,
  "path_clk_slew_ns": 0.06,
  "drt_wl_total_mm": 10.2,
  "relSlewSlack": 0.480,
  "grt_usage": 0.120,
  "dieArea_um2": 18200,
  "clock_path_buffers": 2,
  "hold_violations": 0,
  "hpwl_mm": 7.24,
  "synthesis.area_um2": 5310,
  "ys_ff": 94,
  "synth.avg_cell_area_um2": 9.18,
  "rows": 48,
  "synth_cell_type_count": 66,
  "viasPerCell": 4.66,
  "final_cell_mix": "nand2_1 (62), dfrtp_1 (50), ha_1 (48)",
  "ys.flop_type": "dfrtp_1",
  "cp.arrival_ns": 3.37,
  "finClkSkew_ns": 0.00465,
  "grt_max_degree": 58,
  "yosysChipArea_um2": 5310,
  "die_h_um": 135,
  "cts_tree": "yes",
  "rsz0062_at_grt": "false",
  "postCtsHoldBufs": 0,
  "place_area_um2": 5860,
  "io_pins": 38,
  "clkLatencyLatePin_ns": 0.34,
  "unclocked_pins": 18,
  "io_buffers": 36,
  "syn_inst": 579,
  "htreeDepth": 3,
  "fp.coreArea_um2": 17300,
  "top_register": "SquareCode.counter",
  "yosys_warnings": 5,
  "ir_drop_mv": 0.252,
  "mostFrequentLayoutCell": "nand2_1",
  "via_count": 3888,
  "wl_per_cell_um": 12.2,
  "power_leakage_nw": 2.75,
  "grt_overflow_total": 0,
  "hold_path_class": "reg2async",
  "fmax_mhz": 232,
  "edf_count": 0,
  "yosysCellCount": 579,
  "post-route-period-util": 0.918,
  "p_per_area_nw_per_um2": 394,
  "fin_cells": 834,
  "largest_reg_flops": 21,
  "drc": 0,
  "cts-root-buf": "clkbuf_16",
  "async_reset_ff_frac": 0.702,
  "post_cts_resized": 0,
  "layout-drive-gt1-share": 0.0969,
  "fin_hold_ws_ns": 0.145,
  "grt_pass1_vias": 3590,
  "path_class": "reg2out",
  "drtIter0Drc": 170,
  "period_needed_ns": 4.31,
  "fp_util": 0.307,
  "antenna_found_initial": 0,
  "post_cts_buffers": 0,
  "grt_pass1_wl_mm": 17.5,
  "drtAntennaViolNets": 0,
  "slew_violations": 0,
  "warning_count": 38,
  "die.size.x_um": 135,
  "cts_made_buffers": 9,
  "tns_ns": 0,
  "critPathMaxFanout": 13,
  "drt-pass1-iter-count": 4,
  "area.growth.synth_to_final_pct": 15.8,
  "cp-start-kind": "flip-flop",
  "fill_cells": 1744,
  "cp.required_ns": 3.76,
  "untimed_endpoints": 18
}
## path summary, 6_finish.rpt
path,from,to,slack [ns],cells past startpoint
hold / removal,reset_button_sync[1]$_DFF_P_,volume[15]$_DFFE_PP0P_,0.15,1
setup reg to reg,volume_minus_button_sync[1]$_DFF_P_,volume[12]$_DFFE_PP1P_,1.81,9
min in group clk0,reset_button_sync[0]$_DFF_P_,reset_button_sync[1]$_DFF_P_,0.33,0
hold reg to reg,reset_button_sync[1]$_DFF_P_,volume[15]$_DFFE_PP0P_,0.15,1
setup / recovery,PS2Keyboard.shift_reg[0]$_DFFE_PP0P_,HEX1[6],0.39,10
max in group asynchronous,reset_button_sync[2]$_DFF_P_,SquareCode.counter[20]$_DFF_PP0_,3.59,2
## where the power goes
part	internal, mW	total [mW]	switching (mW)	leakage [nW]
clock	0.380	0.675	0.294	0.140
combinational	0.419	0.835	0.416	1.59
sequential	0.803	0.915	0.112	1.02
## routing by layer
metal | global-route usage | up-vias | wire length (um) | part of all wire
met4 | 0.0131 | 0 | 143 | 0.014
met5 | 0 | - | 0 | 0
met1 | 0.195 | 1761 | 5360 | 0.52
met2 | 0.175 | 63 | 4350 | 0.43
li1 | - | 2055 | - | -
met3 | 0.0207 | 9 | 351 | 0.034
## cell families after synthesis
group                    Yosys count  share of synthesized area
AND/OR/NAND/NOR                  209                      0.206
AND-OR/OR-AND                    111                      0.135
flip-flops                        77                      0.356
buffers and inverters             66                     0.0511
adder cells (fa/ha/maj)           49                      0.117
XOR/XNOR                          36                     0.0593
latches                           17                     0.0480
multiplexers                      13                     0.0271
other                              1                   0.000706
## layout make-up
cell class                 count  area (um2)  area share
clock inverter                 6        51.3     0.00834
sequential                    94        2150       0.349
clock buffer                  10         239      0.0388
multi-input combinational    421        2910       0.473
timing repair buffer          38         375      0.0610
inverter                      40         150      0.0244
tap                          225         282      0.0457
## critical path, stage by stage, from the launching register on
cell and delay (ns):
dfrtp_1 0.45, inv_1 0.17, ha_1 0.36, and2b_1 0.21
and2_1 0.19, a21oi_1 0.06, o21a_2 0.24, nand4_4 0.12
o21a_1 0.49, o311ai_0 0.27, clkdlybuf4s50_1 0.45
## cells in the mapped netlist (17+ instances only)
cell | instances | area [um2]
xnor2_1 | 19 | 166
dlxtn_1 | 17 | 255
dfrtp_1 | 50 | 1250
inv_1 | 40 | 150
and3_1 | 25 | 156
xor2_1 | 17 | 149
nand3_1 | 26 | 130
o21ai_0 | 33 | 165
nand2_1 | 62 | 233
nor2_1 | 45 | 169
ha_1 | 48 | 601
a21oi_1 | 29 | 145
## stage by stage
stage	power [mW]	utilization	setup WS (ns)
floorplan	1.54	-	1.66
global placement	1.76	0.339	0.746
detailed placement	1.76	0.339	0.758
CTS	2.46	0.356	0.358
global route	2.62	0.356	0.100
finish	2.42	0.356	0.387
Power and IR drop assume default switching activity.
