==> design/flow/design.v <==
module stopwatch(
    input            CLOCK_50,
    input      [3:0] KEY,
    input      [9:0] SW,
    output     [6:0] HEX0, HEX1, HEX2, HEX3
);
    reg [2:0] start_stop_button_sync;
    always @(posedge CLOCK_50) begin
        start_stop_button_sync[0] <= KEY[0];
        start_stop_button_sync[1] <= start_stop_button_sync[0];
        start_stop_button_sync[2] <= start_stop_button_sync[1];
    end
    wire start_stop_was_pressed;
    assign start_stop_was_pressed = ~start_stop_button_sync[2] & start_stop_button_sync[1];
    reg [2:0] reset_button_sync;
    always @(posedge CLOCK_50) begin
        reset_button_sync[0] <= KEY[1];
        reset_button_sync[1] <= reset_button_sync[0];
        reset_button_sync[2] <= reset_button_sync[1];
    end
    wire reset;
    assign reset = ~reset_button_sync[2] & reset_button_sync[1];
    reg device_running = 1'd0;
    always @(posedge CLOCK_50 or posedge reset) begin
    if (reset) device_running <= 0;
    else if (start_stop_was_pressed) device_running <= ~device_running;
    end
    reg [19:0] pulse_counter = 19'd0;
    wire hundredth_of_second_passed = (pulse_counter == 19'd499999);
    always @(posedge CLOCK_50 or posedge reset) begin
        if (reset) pulse_counter <= 0;
        else if (device_running | hundredth_of_second_passed)
            if (hundredth_of_second_passed) pulse_counter <= 0;
            else pulse_counter <= pulse_counter + 1;
    end
    reg [3:0] hundredths_counter = 4'd0;
    wire tenth_of_second_passed = ((hundredths_counter == 4'd9) & hundredth_of_second_passed);
    always @(posedge CLOCK_50 or posedge reset) begin
        if (reset) hundredths_counter <= 0;
        else if (hundredth_of_second_passed)
            if (tenth_of_second_passed) hundredths_counter <= 0;
            else hundredths_counter <= hundredths_counter + 1;
    end
    reg [3:0] tenths_counter = 4'd0;
    wire second_passed = ((tenths_counter == 4'd9) & tenth_of_second_passed);
    always @(posedge CLOCK_50 or posedge reset) begin
        if (reset) tenths_counter <= 0;
        else if (tenth_of_second_passed)
            if (second_passed) tenths_counter <= 0;
            else tenths_counter <= tenths_counter + 1;
    end
    reg [3:0] seconds_counter = 4'd0;
    wire ten_passed = ((seconds_counter == 4'd9) & second_passed);
    always @(posedge CLOCK_50 or posedge reset) begin
        if (reset) seconds_counter <= 0;
        else if (second_passed)
            if (ten_passed) seconds_counter <= 0;
            else seconds_counter <= seconds_counter + 1;
    end
    reg [3:0] tens_counter = 4'd0;
    wire hundred_passed = ((tens_counter == 4'd9) & ten_passed);
    always @(posedge CLOCK_50 or posedge reset) begin
        if (reset) tens_counter <= 0;
        else if (ten_passed)
            if (hundred_passed) tens_counter <= 0;
            else tens_counter <= tens_counter + 1;
    end
    reg [3:0] hundreds_counter = 4'd0;
    wire thousand_passed = ((hundreds_counter == 4'd9) & hundred_passed);
    always @(posedge CLOCK_50 or posedge reset) begin
        if (reset) hundreds_counter <= 0;
        else if (hundred_passed)
            if (thousand_passed) hundreds_counter <= 0;
            else hundreds_counter <= hundreds_counter + 1;
    end
    reg [3:0] thousands_counter = 4'd0;
    always @(posedge CLOCK_50 or posedge reset) begin
        if (reset) thousands_counter <= 0;
        else if (thousand_passed)
            if (thousands_counter == 4'd9) thousands_counter <= 0;
            else thousands_counter <= thousands_counter + 1;
    end
    reg [6:0] DC_thousands;
    always @(*) begin
        case (thousands_counter)
            4'h0 : DC_thousands = 7'b1000000;
            4'h1 : DC_thousands = 7'b1111001;
            4'h2 : DC_thousands = 7'b0100100;
            4'h3 : DC_thousands = 7'b0110000;
            4'h4 : DC_thousands = 7'b0011001;
            4'h5 : DC_thousands = 7'b0010010;
            4'h6 : DC_thousands = 7'b0000010;
            4'h7 : DC_thousands = 7'b1111000;
            4'h8 : DC_thousands = 7'b0000000;
            4'h9 : DC_thousands = 7'b0010000;
            default : DC_thousands = 7'b1111111;
        endcase
    end 
    reg [6:0] DC_hundreds;
    always @(*) begin
        case (hundreds_counter)
            4'h0 : DC_hundreds = 7'b1000000;
            4'h1 : DC_hundreds = 7'b1111001;
            4'h2 : DC_hundreds = 7'b0100100;
            4'h3 : DC_hundreds = 7'b0110000;
            4'h4 : DC_hundreds = 7'b0011001;
            4'h5 : DC_hundreds = 7'b0010010;
            4'h6 : DC_hundreds = 7'b0000010;
            4'h7 : DC_hundreds = 7'b1111000;
            4'h8 : DC_hundreds = 7'b0000000;
            4'h9 : DC_hundreds = 7'b0010000;
            default : DC_hundreds = 7'b1111111;
        endcase
    end 
    reg [6:0] DC_tens;
    always @(*) begin
        case (tens_counter)
            4'h0 : DC_tens = 7'b1000000;
            4'h1 : DC_tens = 7'b1111001;
            4'h2 : DC_tens = 7'b0100100;
            4'h3 : DC_tens = 7'b0110000;
            4'h4 : DC_tens = 7'b0011001;
            4'h5 : DC_tens = 7'b0010010;
            4'h6 : DC_tens = 7'b0000010;
            4'h7 : DC_tens = 7'b1111000;
            4'h8 : DC_tens = 7'b0000000;
            4'h9 : DC_tens = 7'b0010000;
            default : DC_tens = 7'b1111111;
        endcase
    end 
    reg [6:0] DC_seconds;
    always @(*) begin
        case (seconds_counter)
            4'h0 : DC_seconds = 7'b1000000;
            4'h1 : DC_seconds = 7'b1111001;
            4'h2 : DC_seconds = 7'b0100100;
            4'h3 : DC_seconds = 7'b0110000;
            4'h4 : DC_seconds = 7'b0011001;
            4'h5 : DC_seconds = 7'b0010010;
            4'h6 : DC_seconds = 7'b0000010;
            4'h7 : DC_seconds = 7'b1111000;
            4'h8 : DC_seconds = 7'b0000000;
            4'h9 : DC_seconds = 7'b0010000;
            default : DC_seconds = 7'b1111111;
        endcase
    end 
    reg [6:0] DC_tenths;
    always @(*) begin
        case (tenths_counter)
            4'h0 : DC_tenths = 7'b1000000;
            4'h1 : DC_tenths = 7'b1111001;
            4'h2 : DC_tenths = 7'b0100100;
            4'h3 : DC_tenths = 7'b0110000;
            4'h4 : DC_tenths = 7'b0011001;
            4'h5 : DC_tenths = 7'b0010010;
            4'h6 : DC_tenths = 7'b0000010;
            4'h7 : DC_tenths = 7'b1111000;
            4'h8 : DC_tenths = 7'b0000000;
            4'h9 : DC_tenths = 7'b0010000;
            default : DC_tenths = 7'b1111111;
        endcase
    end 
    reg [6:0] DC_hundredths;
    always @(*) begin
        case (hundredths_counter)
            4'h0 : DC_hundredths = 7'b1000000;
            4'h1 : DC_hundredths = 7'b1111001;
            4'h2 : DC_hundredths = 7'b0100100;
            4'h3 : DC_hundredths = 7'b0110000;
            4'h4 : DC_hundredths = 7'b0011001;
            4'h5 : DC_hundredths = 7'b0010010;
            4'h6 : DC_hundredths = 7'b0000010;
            4'h7 : DC_hundredths = 7'b1111000;
            4'h8 : DC_hundredths = 7'b0000000;
            4'h9 : DC_hundredths = 7'b0010000;
            default : DC_hundredths = 7'b1111111;
        endcase
    end 
    assign HEX3 = ~SW[0] ? DC_tens       : DC_thousands;
    assign HEX2 = ~SW[0] ? DC_seconds    : DC_hundreds;
    assign HEX1 = ~SW[0] ? DC_tenths     : DC_tens;
    assign HEX0 = ~SW[0] ? DC_hundredths : DC_seconds;
endmodule
==> design/flow/run.sh <==
#!/bin/bash
# OpenROAD 26Q1-2900-gdf79404cd8, Yosys 0.63+post, stock flow scripts
make -C /OpenROAD-flow-scripts/flow DESIGN_CONFIG=/design/flow/config.mk WORK_HOME=/design/flow/orfs finish
==> design/flow/config.mk <==
export PLATFORM = sky130hd
export DESIGN_NAME = stopwatch
export DESIGN_NICKNAME = stopwatch
export VERILOG_FILES = /design/flow/design.v
export SDC_FILE = /design/flow/constraint.sdc
export NUM_CORES = 4
export LEC_CHECK = 1
export CORE_UTILIZATION = 40
==> design/flow/constraint.sdc <==
current_design stopwatch

set clk_period 2.3
set clk_io_pct 0.2

create_clock -name clk0 -period $clk_period [get_ports {CLOCK_50}]

set non_clock_inputs [all_inputs -no_clocks]
set_input_delay [expr $clk_period * $clk_io_pct] -clock clk0 $non_clock_inputs
set_output_delay [expr $clk_period * $clk_io_pct] -clock clk0 [all_outputs]
==> impl_metrics.ini <==
; yosys + openroad results
[status]
outcome = finished with violations
violations = setup timing

[synthesis]
ys_cells = 458
ys_seq_share_pct = 32.71
top_cell_area_share_pct = 29.56
async_flop_share_pct = 88.24
post-synth-top-count-cell = dfrtp_1
simple_gate_area_share_pct = 23.74
synthMuxAreaShare_pct = 4.729
ys_sh_aoi_pct = 19.84
ys.flop_type = dfrtp_1
top_area_cell = dfrtp_1
ys_sh_adder_pct = 10.18
synth_cell_type_count = 52
ys_area_um2 = 3810
numSynthFlops = 51
yosys-top-cells-count = 45 x dfrtp_1, 38 x nor2_1, 36 x a21oi_1, 36 x o21ai_0, 32 x nand2_1
synth_area_um2 = 3810
synth-xor-area-share_pct = 3.448
postSynthAreaPerCell_um2 = 8.319
synth_cells = 458
yosysWarnings = 1
topCellsByArea = dfrtp_1 30%, ha_1 10%, a21oi_1 4.7%
logic_family = simple AND/OR/NAND/NOR gates
enable_flop_cells = 0

[power]
ir_drop_v = 0.0004562
power.density_nw_per_um2 = 343.6
p_total_uw = 1897
p_leak_uw = 0.002408

[grt]
grt.total_usage_pct = 20.04
grt_start_max_net_pins = 28
antenna_found_initial = 0
grt_pass1_vias = 3359
gr-total-overflow = 0
grt_pass1_wl_mm = 15.87

[sta]
max_freq_ghz = 0.4133
final-setup-viol-count = 4
fin_skew_ns = 0.01236
worst_pin_slew_ns = 0.6759
finalCriticalPeriod_ns = 2.420
drv_slew = 0
relSlewSlack_pct = 54.94
hold_viol_final = 0
fin_ws_ns = -0.1198
rsz0062_at_grt = yes
fin_crit_sh_pct = 105.2

[floorplanning]
io_pins = 43
rows = 35
dieArea_um2 = 9919
die_x_um = 99.60
core_area_um2 = 9240
fp_util_pct = 41.23
fp.dieH_um = 99.60

[clock_tree]
insertion_delay_ns = 0.31
htreeDepth = 2
cts-buffers-inserted = 5
clk_pin_slew_ns = 0.11
cts_hold_buf = 0
ctsLongestPathBuffers = 2
cts_tree = yes
clock_sinks = 51
cts_root_buf = clkbuf_8

[setup_path]
r2r_start = hundredths_counter[1]
crit_slowest_cell = clkdlybuf4s50_1
cp_num_cells = 8
crit_path_start = seconds_counter[1]
cp.arrival_ns = 1.96
cp_cell_sequence = inv_2 > buf_6 > ha_4 > inv_1 > a21oi_2 > o21ai_2 > o21ai_1 > clkdlybuf4s50_1
endpoint_kind = output port
crit_fanout = 4
critPathRequiredTime_ns = 1.84
critPathBufInv = 4
r2r_slack_ns = 0.17
reg2regPathDepth = 8
worstSetupPathType = flop to output port
start_kind = flop
crit_family = buffers and inverters
critPathCapture = HEX2[0]
cp_slowest_stage_delay_ns = 0.47
r2r-end = thousands_counter[2]

[placement]
dpl.hpwl_mm = 6.528
gp_congestion = 0.8603
place_area_um2 = 4504
portBuffers = 31

[drt]
ant_nets = 0
drtIter0Drc = 114
firstDrtPassIters = 4
finalWirelength_mm = 9.646
viasPerCell = 5.311
num_vias = 3649
antennaDiodeCount = 0
drc = 0
wl_per_cell_um = 14.04

[final_layout]
drive_gt1_share_pct = 40.68
fin_area_um2 = 5520
fillerInstances = 714
final_core_util_pct = 59.74
area_delta_synth_final_pct = 44.89

[flow_run]
max_cap_viol_count = 0
warnings = 62

[hold_path]
hold_class = flop to async pin
[repair_timing]
| item | in CTS | in global routing |
|---|---|---|
| endpoints found under the setup margin | 28 | 30 |
| gates resized | 102 | 108 |
| buffers inserted | 23 | 21 |
| pin swaps | 28 | 29 |
| hold endpoints to repair | 0 | 0 |
[routing by layer]
metal  global-route usage [%]  share of wire (%)  wire length [um]  up-vias
met4                    1.810               0.77                74        0
li1                         -                  -                 -     1833
met5                        0                  0                 0        -
met3                    1.858                3.4               332        9
met1                    32.27                 49              4749     1742
met2                    31.41                 47              4489       65
[how the worst min path moves through the flow]
stage	from	endpoint	slack [ns]	cells after the start
after CTS	reset_button_sync[0]	reset_button_sync[1]	0.34	0
after global routing	reset_button_sync[0]	reset_button_sync[1]	0.34	0
final	reset_button_sync[1]	pulse_counter[16]	0.32	1
[cells in the final DEF (no fill, tap or decap), types with 9 or more instances in the layout]
master	n
dfrtp_2	19
o211ai_1	11
o21ai_1	13
nand3_1	13
dlygate4sd2_1	10
mux2i_1	9
buf_6	14
dfrtp_1	26
xnor2_1	10
dlymetal6s2s_1	10
nor2_1	28
nand2_1	30
buf_4	71
inv_1	15
ha_2	10
inv_2	10
a21oi_2	17
a21oi_1	17
nand2b_1	11
ha_4	13
nor3_1	10
o31ai_1	11
nand4_1	9
o21ai_0	15
[metrics by stage]
step	setup slack (ns)	std cells	setup TNS (ns)	hold slack, ns
after floorplan	0.2586	458	0	0.3096
after global placement	-0.1770	636	-3.505	0.3129
after detailed placement	-0.1973	636	-3.856	0.3143
after CTS	-0.2174	666	-2.263	0.3429
after global routing	-0.2651	687	-0.9491	0.3441
final	-0.1198	687	-0.3312	0.3207
[state kept, by name (all words and copies together) (netlist names), 3 cells and up]
register                count
pulse_counter              20
thousands_counter           4
reset_button_sync           3
tenths_counter              4
hundreds_counter            4
tens_counter                4
start_stop_button_sync      3
seconds_counter             4
hundredths_counter          4
[area by class of cell]
type / instances / area, um^2 / share of cell area [%]
clock buffers: 5 / 68.82 / 1.247
clock inverters: 3 / 33.78 / 0.6120
inverters: 29 / 116.4 / 2.108
multi-input cells: 354 / 2872 / 52.02
flip-flops and latches: 51 / 1270 / 23.01
well taps: 129 / 161.4 / 2.924
repair buffers: 116 / 998.5 / 18.09
[report_power, final]
part           internal [uW]  total, uW  switching, uW
Sequential               966       1050           78.6
Combinational            130        273            143
Clock                    232        579            347
[cells by family after synthesis]
family	Yosys count
fa+ha+maj	31
xor+xnor	15
simple gates	167
mux	17
buf+inv	53
compound gates	124
flops	51
